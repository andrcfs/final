<file path="design/flow/run.sh">
#!/bin/bash
# OpenROAD 26Q1-2900-gdf79404cd8, Yosys 0.63+post, stock flow scripts
make -C /OpenROAD-flow-scripts/flow DESIGN_CONFIG=/design/flow/config.mk WORK_HOME=/design/flow/orfs finish
</file>
<file path="design/flow/config.mk">
export PLATFORM = sky130hd
export DESIGN_NAME = dica2
export DESIGN_NICKNAME = dica2
export VERILOG_FILES = /design/flow/design.v
export SDC_FILE = /design/flow/constraint.sdc
export NUM_CORES = 4
export LEC_CHECK = 1
export CORE_AREA = 10 10 70 70
export DIE_AREA = 0 0 80 80
</file>
<file path="design/flow/constraint.sdc">
current_design dica2

set clk_period 1.0
set clk_io_pct 0.2

create_clock -name clk0 -period $clk_period [get_ports {enter}]

set non_clock_inputs [all_inputs -no_clocks]
set_input_delay [expr $clk_period * $clk_io_pct] -clock clk0 $non_clock_inputs
set_output_delay [expr $clk_period * $clk_io_pct] -clock clk0 [all_outputs]
</file>
<file path="design/flow/design.v">
module dica2(
    input [6:0] SW,  
    input enter,    
    output reg [6:0] LEDR   
);
parameter [6:0] 
   senha1 = 7'b0000000,
   senha2 = 7'b0000001,
   senha3 = 7'b1010101;
reg [2:0] count;
always @(posedge enter)
begin
    count <= 3'b000;
    if(SW[0]==senha1[0]) count <= count+1;
    if(SW[1]==senha1[1]) count <= count+1;
    if(SW[2]==senha1[2]) count <= count+1;
    if(SW[3]==senha1[3]) count <= count+1;
    if(SW[4]==senha1[4]) count <= count+1;
    if(SW[5]==senha1[5]) count <= count+1;
    if(SW[6]==senha1[6]) count <= count+1;
    case(count)
        3'd0: LEDR <= 7'b0000000;
        3'd1: LEDR <= 7'b0000001;
        3'd2: LEDR <= 7'b0000011;
        3'd3: LEDR <= 7'b0000111;
        3'd4: LEDR <= 7'b0001111;
        3'd5: LEDR <= 7'b0011111;
        3'd6: LEDR <= 7'b0111111;
        3'd7: LEDR <= 7'b1111111;
        default: LEDR <= 7'b0000000;
    endcase
end
endmodule
</file>
==> reports/qor.txt <==
Status = finished, final reports clean
Avg Inst Size Synth = 12.2 um2
Crit-path cells = inv_1 -> ha_1 -> a21boi_1
Gpl congestion = 0.690
Initial DRC count = 14
RSZ-0062 raised after global routing = false
Worst EP arrival = 1.09 ns
Hold depth = 0
RR Endpoint = count[1]$_DFF_P_
Synth Instances = 26
Hold Crit Start = count[2]$_DFF_P_
Mapped cell area = 318 um2
Crit share post-route = 94.1%
Via-to-Cell Ratio = 2.49
IO Count = 15
Leak Pwr = 0.226 nW
Core Util at FP = 9.30%
Final hold viol count = 0
Crit Path Class = flop to flop
Vias in the first global route = 236
Final Critical Period = 0.941 ns
Setup ws final = 0.0595 ns
Pre-antenna DRT Iters = 2
Slew @ Worst Pin = 0.201 ns
Seq/Total Area, Yosys = 63.0%
CTS sink cnt = 10
Dpl ws = -0.104 ns
Number of setup violations in the final report = 0
Antenna violations before repair = 0
Cell Area, Placed = 515 um2
Post-route DRC violation count = 0
Crit path launch type = flop
Root Driver = clkbuf_4
Detailed-route wire length = 620 um
Clk_skew = 0.00747 ns
GR Util All Layers = 2.07%
Clock latency on the worst-skew pair = 0.26 ns
Worst slew margin = 86.6%
Standard-cell rows = 21
M1 WL = 288 um
Reg clk slew, reported paths = 0.06 ns
Core ar. = 3420 um2
Slowest CP cell = dfxtp_1
Slew Limit Fails = 0
R2r setup slk = 0.06 ns
Grt ovf = 0
Critical Path RT = 1.15 ns
Setup bufs post-CTS = 0
Crit. End Element = flop
Total CTS buffers = 3
Yosys reg bits = 10
ANT nets after route = 0
Final core occ = 16.1%
Max cap viols = 0
Max Used Layer = met3
Number of buffers added on ports = 14
Die W = 80 um
R2R cell count = 3
Bufs on Longest Clock Path = 2
Antenna diode count = 0
Max VDD drop = 606 uV
Met2 wire length = 156 um
Min-Delay Endpoint = LEDR[3]$_DFF_P_
CTS tree = yes
H-tree levels = 1
OpenROAD warning count = 26
Synth Warn # = 1
Max stage delay on crit path = 0.36 ns
HP Class = flop to flop
Die Y = 80 um
Ys cells = 26
Hold Slack = 0.442 ns
P per Cell Area = 2560 nW/um2
First-pass GRT wire length = 1.00 mm
Chip area = 6400 um2
Via count = 224
Fmax = 1060 MHz
Post-layout instance area = 551 um2
Largest net degree at the start of global routing = 9
Wire per inst = 6.89 um
Distinct lib cells = 13
Fraction of layout cells with a size suffix above 1 = 25.0%
YS chip area = 318 um2
Reg-to-Reg Start = count[0]$_DFF_P_
Area growth, synth to finish = 73.2%
Hpwl dp = 540 um
Met3 WL = 175 um
Worst Path Max Fanout = 3
-- cell usage in the layout, fill, tap and decap left out, types with 2 or more instances in the layout --
master,instances
dfxtp_1,7
clkdlybuf4s50_1,7
clkdlybuf4s15_1,6
dfxtp_2,3
clkbuf_4,3
inv_1,2
and2_2,2
or2_1,2
ha_1,2
-- registers in the layout, summed over array words and instances (netlist names) --
signal	count
LEDR	7
count	3
-- stage by stage --
stage | setup TNS (ns) | power [mW] | cells
global route | 0 | 1.54 | 90
floorplan | 0 | 0.818 | 26
CTS | 0 | 1.42 | 90
detailed placement | -0.289 | 1.14 | 86
finish | 0 | 1.41 | 90
global placement | -0.261 | 1.14 | 86
-- worst max-delay path: cells and delay by family, from the launching register on --
| kind | cells | cell delay, ns |
|---|---|---|
| adders and majority gates | 1 | 0.29 |
| DFF | 1 | 0.36 |
| AOI/OAI and AO/OA | 1 | 0.13 |
| buffers and inverters | 1 | 0.06 |
-- cell families (layout without fill, tap and decap cells) --
| logic type | after synthesis | in the layout | synth area share, % |
|---|---|---|---|
| buffers and inverters | 2 | 20 | 2.36 |
| AOI/OAI and AO/OA | 3 | 3 | 6.69 |
| xor gates and xnor gates | 1 | 1 | 2.76 |
| adders and majority gates | 2 | 2 | 7.87 |
| and+or+nand+nor | 8 | 8 | 17.3 |
| DFF | 10 | 10 | 63.0 |
-- synthesized netlist by cell type --
| cell | number | area share [%] |
|---|---|---|
| and2_2 | 2 | 4.7 |
| ha_1 | 2 | 7.9 |
| and4_1 | 1 | 2.8 |
| dfxtp_1 | 10 | 63 |
| or2_1 | 2 | 3.9 |
| a21boi_1 | 1 | 2.4 |
| a21oi_2 | 1 | 2.8 |
| a21oi_1 | 1 | 1.6 |
| nor2b_1 | 1 | 2.0 |
| xnor2_1 | 1 | 2.8 |
| nand2b_1 | 1 | 2.0 |
| and3_1 | 1 | 2.0 |
| inv_1 | 2 | 2.4 |
-- timing repair --
item                                    in CTS  in global routing
hold buffers                                 0                  0
gates resized                                8                 10
pin swaps                                    0                  0
endpoints found under the setup margin       7                  7
-- how the worst max path moves through the flow --
stage | start | end | slack [ns] | cells past startpoint
after CTS | LEDR[4]$_SDFF_PN0_ | LEDR[4] | 0.007 | 1
after global routing | count[0]$_DFF_P_ | count[2]$_DFF_P_ | 0.007 | 3
final | count[0]$_DFF_P_ | count[1]$_DFF_P_ | 0.06 | 3
-- cell type report --
cell class / count / area [um2]
fillers: 392 / 2870
repair buffers: 14 / 135
well taps: 46 / 57.6
flip-flops and latches: 10 / 204
clock buffers: 4 / 36.3
inverters: 2 / 7.51
multi-input cells: 14 / 110
-- power by group --
part | internal (mW) | switching [mW] | total (mW)
registers | 0.586 | 0.0850 | 0.671
clock network | 0.220 | 0.122 | 0.342
logic | 0.289 | 0.109 | 0.398
-- routing by layer --
metal / vias up / global-route usage (%)
met1: 89 / 2.17
met4: 0 / 0
met2: 16 / 2.25
li1: 119 / -
met3: 0 / 3.30
met5: - / 0
Power is estimated from default activity; no workload was simulated.
