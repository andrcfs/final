[/design/flow/config.mk]
export PLATFORM = sky130hd
export DESIGN_NAME = countdown
export DESIGN_NICKNAME = countdown
export VERILOG_FILES = /design/flow/design.v
export SDC_FILE = /design/flow/constraint.sdc
export NUM_CORES = 4
export LEC_CHECK = 1
export CORE_UTILIZATION = 30
[/design/flow/constraint.sdc]
current_design countdown

set clk_period 5.1
set clk_io_pct 0.2

create_clock -name clk0 -period $clk_period [get_ports {clk}]

set non_clock_inputs [all_inputs -no_clocks]
set_input_delay [expr $clk_period * $clk_io_pct] -clock clk0 $non_clock_inputs
set_output_delay [expr $clk_period * $clk_io_pct] -clock clk0 [all_outputs]
[/design/flow/design.v]
module countdown(
    input  wire       clk,
    input  wire       enable,
    input  wire       reset, 
    output reg [3:0] min,
    output reg [3:0] seg1,
    output reg [3:0] seg2,
    output reg [3:0] deci,
    output reg [3:0] centi,
    output reg [3:0] milli
);
always @(posedge clk, posedge reset)
begin
    if (reset)
    begin
        milli <= 0;
        centi <= 0;
        deci <= 0;
        seg1 <= 0;
        seg2 <= 0;
        min <= 5;
    end
    else if(min==0 && seg2==0 && seg1==0 && deci==0 && centi==0 && milli==0)
    begin
        min <= 4'hA;     
        seg2 <= 4'hB;    
        seg1 <= 4'hC;    
        deci <= 4'hC;    
        centi <= 4'h0;   
        milli <= 4'h0;   
    end
    else if (enable && (min != 0 || seg2 != 0 || seg1 != 0 || deci != 0 || centi != 0 || milli != 0))
    begin
        if (milli == 0)
        begin
            milli <= 9;
            if (centi == 0)
            begin
                centi <= 9;
                if (deci == 0)
                begin
                    deci <= 9;
                    if (seg1 == 0)
                    begin
                        seg1 <= 9;
                        if (seg2 == 0)
                        begin
                            seg2 <= 5;
                            min <= min - 1;
                        end
                        else
                            seg2 <= seg2 - 1;
                    end
                    else
                        seg1 <= seg1 - 1;
                end
                else
                    deci <= deci - 1;
            end
            else
                centi <= centi - 1;
        end
        else
            milli <= milli - 1;
    end
end
endmodule
[/design/flow/run.sh]
#!/bin/bash
# OpenROAD 26Q1-2900-gdf79404cd8, Yosys 0.63+post, stock flow scripts
make -C /OpenROAD-flow-scripts/flow DESIGN_CONFIG=/design/flow/config.mk WORK_HOME=/design/flow/orfs finish
==> impl_metrics.ini <==
; yosys + openroad results
[run_status]
status = finished clean

[synth]
ys_seq_share = 0.4162
ys_chip_area_um2 = 1449
synth-async-reset-ratio = 1.000
yosys.area_share.aoi = 0.1995
syn_area_um2 = 1449
dominant_combinational_cell_family_by_area_after_synthesis = simple AND/OR/NAND/NOR gates
synthTopCellsByArea = sky130_fd_sc_hd__dfrtp_1, sky130_fd_sc_hd__ha_1, sky130_fd_sc_hd__dfstp_2
yosys-stat-cells = 151
post_synth_fa_ha_maj_area_fraction = 0.06908
synthDistinctLibCells = 42
flop_cell = sky130_fd_sc_hd__dfrtp_1
yosys-mux-area-fraction = 0.02936
yosysWarnings = 1
ys_sh_xor = 0.006045
fraction_of_the_mapped_netlist_area_in_simple_logic_gates = 0.2150
syn_inst = 151
syn_area_per_cell_um2 = 9.595
synth-edff-count = 0
postSynthRegisterBits = 24
top_area_frac = 0.3800
post-synth-top-area-cell = sky130_fd_sc_hd__dfrtp_1

[flow_run]
log.warning_count = 28
max_capacitance_violation_count = 0

[sta]
relSlewSlack = 0.5011
finalCritPeriodShare = 0.5579
totalNegativeSetupSlack_ns = 0
final_hold_viol_count = 0
fmaxAchievable_mhz = 351.5
clock-skew-final_ns = 0.003101
final_max_slew_viol_count = 0
setup_viol = 0
worst_pin_slew_ns = 0.7468
fin_crit_ns = 2.845
setup_repair_after_global_routing_missed_its_margin = false

[layout]
p_r_area_growth_vs_syn_pct = 24.44
nFillCells = 431
drive_gt1_frac = 0.1023
multiInputGateArea_um2 = 752.0
ff_latch_area_um2 = 603.1

[floorplanning]
core_region_area_um2 = 4504
die_h_um = 71.50
die-area_um2 = 5112
std_cell_rows = 24
i_o_pin_cnt = 27
fp_util = 0.3217
die.size.x_um = 71.50

[routing]
route.antenna.diode_count = 0
drt_wl_total_um = 3036
route.detailed.drc = 0
drt-pass1-iter-count = 6
detail_route.vias_per_cell = 5.303
drt-initial-drc-count = 65
dr_total_vias = 1209
wire_per_inst_um = 13.32
route.antenna.remaining_nets = 0

[global_routing]
use_met1 = 0.2105
grt_start_max_net_pins = 25
first_global_vias = 1217
antenna_found_initial = 0
first_pass_grt_wire_length_um = 5457
global_route.usage.met2 = 0.2042
gr-usage-all-layers = 0.1335
globalRouteOverflowTotal = 0
grt.busiest_layer = met1
globalRouteMet3Util = 0.02710

[setup_path]
slowest_delay_ns = 0.82
critPathRequiredTime_ns = 5.26
crit_path_max_fanout = 17
crit_chain = clkdlybuf4s50_1, o21bai_1, nor4_1, mux2_2
slowest_stage = sky130_fd_sc_hd__clkdlybuf4s50_1
critPathCaptureType = flop
worst_setup_path_start_kind = input port
arrival_time_at_the_worst_endpoint_ns = 3.00
critical_path_class = in -> reg

[clock_tree]
clk-insertion-delay-late_ns = 0.26
post_cts_resized = 0
cts_tree = yes
cts_max_path_buffers = 2
cts_buffers = 3
cts_max_level = 1
worst_setup_hold_path_clk_slew_ns = 0.09
cts_setup_buffers = 0
tritoncts_num_sinks = 24
library_cell_used_as_clock_root_buffer = sky130_fd_sc_hd__clkbuf_8
hold_buffers = 0

[power]
power_w = 0.0007637
p_leak_nw = 0.7464
ir_drop_mv = 0.2340
power.density_cell_area_nw_per_um2 = 423.6

[min_path]
hold_path_class = reg -> reg

[place]
placement.io_buffers = 26
finalWeightedCongestion = 0.7726
detailed_place_hpwl_um = 2102
## per-layer routing
metal	up-vias	routed length [um]
met3	2	131
li1	598	-
met5	-	0
met1	577	1541
met4	0	21
met2	32	1341
## path summary, 6_finish.rpt
check / end / cells after the start / startpoint / slack, ns
max: seg2[2] / 4 / enable / 2.25
min: deci[1] / 2 / deci[1] / 0.55
max reg2reg: seg2[2] / 7 / seg1[0] / 2.31
min reg2reg: deci[1] / 2 / deci[1] / 0.55
max in group asynchronous: min[0] / 3 / reset / 3.71
min in group asynchronous: deci[3] / 3 / reset / 1.10
## worst max-delay path: cells and delay by family
kind                   cells  cell delay [ns]
buffers and inverters      1             0.82
muxes                      1             0.38
AOI/OAI and AO/OA          1             0.39
and+or+nand+nor            1             0.40
## power by group
part           switching (W)  internal [W]
registers          0.0000650      0.000244
logic               0.000135      0.000190
clock network      0.0000610     0.0000689
total               0.000261      0.000502
## synthesized netlist by cell type (3+ instances only)
master	instances
sky130_fd_sc_hd__o41ai_1	3
sky130_fd_sc_hd__nand2_1	8
sky130_fd_sc_hd__a21o_1	3
sky130_fd_sc_hd__ha_1	8
sky130_fd_sc_hd__o21ai_0	9
sky130_fd_sc_hd__nor2_1	11
sky130_fd_sc_hd__nand3_1	5
sky130_fd_sc_hd__clkbuf_1	5
sky130_fd_sc_hd__o31ai_1	4
sky130_fd_sc_hd__o21a_1	3
sky130_fd_sc_hd__dfrtp_1	22
sky130_fd_sc_hd__nor3b_1	4
sky130_fd_sc_hd__inv_1	14
sky130_fd_sc_hd__nor3_1	6
sky130_fd_sc_hd__a21oi_1	6
## final cells by class
cell class                 instances  area share
multi-input combinational        106      0.4171
sequential                        24      0.3345
timing repair buffer              28      0.1527
tap                               52     0.03609
clock buffer                       4     0.03053
inverter                          14     0.02915
## layout by cell type (no fill, tap or decap), types with 3 or more instances in the layout
master	instances
sky130_fd_sc_hd__o31ai_1	4
sky130_fd_sc_hd__nor3b_1	4
sky130_fd_sc_hd__nand2_1	8
sky130_fd_sc_hd__ha_1	8
sky130_fd_sc_hd__o21ai_0	9
sky130_fd_sc_hd__a21o_1	3
sky130_fd_sc_hd__inv_1	14
sky130_fd_sc_hd__dfrtp_1	22
sky130_fd_sc_hd__a21oi_1	6
sky130_fd_sc_hd__nor3_1	6
sky130_fd_sc_hd__o41ai_1	3
sky130_fd_sc_hd__nand3_1	5
sky130_fd_sc_hd__clkbuf_8	4
sky130_fd_sc_hd__nor2_1	11
sky130_fd_sc_hd__o21a_1	3
sky130_fd_sc_hd__clkdlybuf4s50_1	26
## state kept, by name, summed over array words and instances, names as in the netlist
register / flops
min: 4
seg2: 4
seg1: 4
milli: 4
deci: 4
centi: 4
## per-stage QoR
step | hold WS [ns] | cell area (um2) | instances | setup WS, ns | util
floorplan | 0.4697 | 1449 | 151 | 2.860 | -
global placement | 0.5290 | 1748 | 224 | 2.071 | 0.3881
detailed placement | 0.5370 | 1748 | 224 | 2.008 | 0.3881
CTS | 0.5565 | 1803 | 228 | 2.296 | 0.4003
global route | 0.5958 | 1803 | 228 | 2.051 | 0.4003
finish | 0.5545 | 1803 | 228 | 2.255 | 0.4003
## cell families after synthesis
| logic type | Yosys count |
|---|---|
| AND-OR/OR-AND | 40 |
| XOR/XNOR | 1 |
| multiplexers | 4 |
| AND/OR/NAND/NOR | 53 |
| buffers and inverters | 21 |
| adder cells (fa/ha/maj) | 8 |
| flip-flops | 24 |
Power and IR drop assume default switching activity.
