`design/flow/config.mk`:
```
export PLATFORM = sky130hd
export DESIGN_NAME = relogio
export DESIGN_NICKNAME = relogio
export VERILOG_FILES = /design/flow/design.v
export SDC_FILE = /design/flow/constraint.sdc
export NUM_CORES = 4
export LEC_CHECK = 1
export CORE_AREA = 10 10 102 102
export DIE_AREA = 0 0 112 112
```
`design/flow/constraint.sdc`:
```
current_design relogio

set clk_period 4.8
set clk_io_pct 0.2

create_clock -name clk0 -period $clk_period [get_ports {clk}]

set non_clock_inputs [all_inputs -no_clocks]
set_input_delay [expr $clk_period * $clk_io_pct] -clock clk0 $non_clock_inputs
set_output_delay [expr $clk_period * $clk_io_pct] -clock clk0 [all_outputs]
```
`design/flow/design.v`:
```
module relogio(
    input  wire       clk,
    input  wire       enable,
	 input  wire       reset, 
    output reg [3:0] min,
	 output reg [3:0] seg1,
    output reg [3:0] seg2,
    output reg [3:0] deci,
    output reg [3:0] centi,
    output reg [3:0] milli
);
always @(posedge clk, posedge reset)
begin
    if (reset)
    begin
        milli <= 0;
        centi <= 0;
        deci <= 0;
        seg1 <= 0;
		  seg2 <= 0;
        min <= 0;
    end
    else if (enable&&min!=2)
    begin
        if (milli == 9)
        begin
            milli <= 0;
            if (centi == 9)
            begin
                centi <= 0;
                if (deci == 9)
                begin
                    deci <= 0;
                    if (seg1 == 9)
                    begin
                        seg1 <= 0;
                        if (seg2 == 9)
									 begin
										seg2 <= 0;
										min <= min + 1;
									 end                            
                        else
                            seg2 <= seg2 + 1;
                    end
                    else
                        seg1 <= seg1 + 1;
                end
                else
                    deci <= deci + 1;
            end
            else
                centi <= centi + 1;
        end
        else
            milli <= milli + 1;
    end
end
endmodule
```
`design/flow/run.sh`:
```
#!/bin/bash
# OpenROAD 26Q1-2900-gdf79404cd8, Yosys 0.63+post, stock flow scripts
make -C /OpenROAD-flow-scripts/flow DESIGN_CONFIG=/design/flow/config.mk WORK_HOME=/design/flow/orfs finish
```
==> impl_metrics.py <==
# Metrics from the implementation run
metrics = {
    "run_status": {
        "outcome": "completed",
    },
    "global_routing": {
        "met3_usage_pct": 1.57,
        "grt_use_met1_pct": 6.12,
        "grt_max_degree": 25,
        "busiest_layer": "met2",
        "grt_pass1_vias": 917,
        "grt_util_all_layers_pct": 4.62,
        "grt.met2_usage_pct": 7.19,
        "antenna_found_initial": 0,
        "overflow": 0,
        "grt_pass1_wl_um": 4940,
    },
    "sta": {
        "tightest_slew_ps": 421,
        "finalMaxSlewViolations": 0,
        "fin_skew_ps": 8.00,
        "fmax_ghz": 0.422,
        "setup_viol": 0,
        "finalHoldViolations": 0,
        "finalSetupTns_ps": 0,
        "fin_crit_sh_pct": 49.4,
        "relSlewSlack_pct": 71.7,
        "layout_min_cycle_time_ps": 2370,
        "grt_setup_unrepaired": "false",
    },
    "synth": {
        "ys_seq_share_pct": 46.3,
        "ys_cells": 125,
        "synth-area-yosys_um2": 1300,
        "edf_count": 0,
        "numSynthFlops": 24,
        "async_flop_share_pct": 100,
        "synth_area_um2": 1300,
        "syn_avg_cell_area_um2": 10.4,
        "ys_warn_count": 1,
        "yosysUniqueCellTypes": 38,
        "synthCells": 125,
        "synth_top_flop_cell": "dfrtp_1",
    },
    "floorplanning": {
        "die_x_um": 112,
        "ios": 27,
        "fp-utilization_pct": 15.8,
        "rows": 33,
        "core_um2": 8220,
        "die_h_um": 112,
        "die-area_um2": 12500,
    },
    "route": {
        "drc": 0,
        "antenna_left": 0,
        "drt_pre_antenna_iters": 4,
        "wl_per_cell_um": 11.7,
        "avgViaCountPerCell": 3.74,
        "totalWireLength_um": 3020,
        "diodes": 0,
        "via_count": 966,
        "drt_first_iter_violations": 37,
    },
    "cts": {
        "clock_tree.buffer_depth": 2,
        "holdBufCountCts": 0,
        "postCtsSetupRepairBufs": 0,
        "cts_tree": "done",
        "cts.sinks": 24,
        "cts_made_buffers": 3,
        "cts_htree_levels": 1,
        "worstSkewPairLatency_ps": 270,
        "root_buffer": "clkbuf_8",
        "cts_resized": 0,
        "clk_pin_slew_worst_paths_ps": 90,
    },
    "placed_design": {
        "numPortBuffers": 26,
        "gp_congestion": 0.768,
        "hpwl_um": 2280,
        "placed_cells": 254,
    },
    "cells_and_area": {
        "stdcell_count": 258,
        "syn_to_final_growth_pct": 34.2,
        "lay_top_count": "clkdlybuf4s50_1",
        "fin_util_pct": 21.2,
        "drive_gt1_share_pct": 7.84,
        "comb_area_um2": 633,
        "seq_area_um2": 601,
        "fill_cells": 867,
        "lay_top_cells": "26 x clkdlybuf4s50_1, 24 x dfrtp_1, 13 x nand2_1, 10 x inv_1, 8 x o21ai_0",
    },
    "flow_run": {
        "warnings": 26,
        "maxCapViolCount": 0,
    },
    "power": {
        "vdd_drop_max_mv": 0.129,
        "power_density_nw_per_um2": 362,
        "p_leak_nw": 0.711,
    },
    "worst_setup_path": {
        "r2r_start": "min[0]$_DFFE_PP0P_",
        "crit_start": "enable",
        "worstPathRequired_ps": 5010,
        "crit_type": "in2reg",
        "crit_fanout": 16,
        "arrival_ps": 2580,
        "start_kind": "input port",
        "endpoint_kind": "flop",
    },
    "hold_path": {
        "hp-start": "seg1[0]$_DFFE_PP0P_",
        "worst_hold_path_type": "reg2reg",
    },
}
layer usage:
| layer | part of all wire [%] | vias up |
|---|---|---|
| li1 | - | 495 |
| met1 | 46 | 452 |
| met2 | 46 | 17 |
| met3 | 7.1 | 2 |
| met4 | 1.4 | 0 |
| met5 | 0 | - |
critical path, stage by stage:
cell and delay [ps]:
clkdlybuf4s50_1 490, and2_1 210, nand4_4 240, nor3_1 450, mux2i_1 220
kinds of logic after synthesis:
group	count (synthesis)	synth area share (%)
and+or+nand+nor	54	27.8
DFF	24	46.3
AOI/OAI and AO/OA	16	7.81
xor gates and xnor gates	13	8.78
buffers and inverters	13	4.92
muxes	3	2.51
adders and majority gates	2	1.93
state kept, by name, summed over array words and instances, names as in the netlist:
signal / flops
centi: 4
deci: 4
milli: 4
min: 4
seg1: 4
seg2: 4
synth_stat cells (all sizes together), types with 2 or more instances:
cell | instances | area share, %
nor2 | 5 | 1.4
a22o | 2 | 1.4
nor3b | 3 | 1.7
nand4 | 4 | 3.1
o21ai | 8 | 3.1
dfrtp | 24 | 46
xnor2 | 7 | 4.7
inv | 10 | 2.9
xor2 | 6 | 4.1
mux2 | 2 | 1.7
nor3 | 3 | 1.2
nor4b | 2 | 1.4
a21o | 2 | 1.2
nand3 | 4 | 1.5
nand2 | 13 | 3.8
and4bb | 4 | 3.9
buf | 2 | 1.7
ha | 2 | 1.9
nor2b | 4 | 1.9
nor4 | 3 | 2.6
power breakdown:
| part | switching [mW] | internal, mW | leakage [nW] |
|---|---|---|---|
| Sequential | 0.0560 | 0.237 | 0.294 |
| Clock | 0.0689 | 0.112 | 0.0357 |
| Combinational | 0.0505 | 0.107 | 0.382 |
| Total | 0.175 | 0.455 | 0.711 |
cell type report:
cell class / instances / area share (%)
clock buffers: 3 / 2.37
flip-flops and latches: 24 / 34.5
inverters: 10 / 2.16
well taps: 105 / 7.54
repair buffers: 27 / 15.4
clock inverters: 1 / 1.72
multi-input cells: 88 / 36.4
per-stage QoR:
| step | cell area (µm²) | hold WS, ps | worst slack (ps) | power (mW) |
|---|---|---|---|---|
| 2_1_floorplan | 1300 | 434 | 2840 | 0.365 |
| 3_3_place_gp | 1670 | 482 | 2190 | 0.456 |
| 3_5_place_dp | 1670 | 485 | 2160 | 0.458 |
| 4_1_cts | 1740 | 498 | 2440 | 0.640 |
| 5_1_grt | 1740 | 516 | 2330 | 0.676 |
| 6_report | 1740 | 494 | 2430 | 0.631 |
path summary, 6_finish.rpt:
check                                       to  slack (ps)  cells past startpoint
max                         min[1]$_DFFE_PP0P_        2430                      5
min                        seg1[0]$_DFFE_PP0P_         490                      1
max reg2reg                seg2[1]$_DFFE_PP0P_        2820                      6
min reg2reg                seg1[0]$_DFFE_PP0P_         490                      1
max in group asynchronous  seg2[1]$_DFFE_PP0P_        3520                      3
min in group asynchronous  seg1[3]$_DFFE_PP0P_        1030                      3
No activity file was given, so power comes from the tool's default toggle rates.
